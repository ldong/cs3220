**flow/run.sh**
```bash
#!/bin/bash
# OpenROAD 26Q1-2900-gdf79404cd8, Yosys 0.63+post, stock flow scripts
make -C /OpenROAD-flow-scripts/flow DESIGN_CONFIG=/design/flow/config.mk WORK_HOME=/design/flow/orfs finish
```
**flow/config.mk**
```make
export PLATFORM = sky130hd
export DESIGN_NAME = RegisterFile
export DESIGN_NICKNAME = RegisterFile
export VERILOG_FILES = /design/flow/design.v
export SDC_FILE = /design/flow/constraint.sdc
export NUM_CORES = 4
export LEC_CHECK = 1
export CORE_UTILIZATION = 40
```
**flow/constraint.sdc**
```tcl
current_design RegisterFile

set clk_period 4.6
set clk_io_pct 0.2

create_clock -name clk0 -period $clk_period [get_ports {clk}]

set non_clock_inputs [all_inputs -no_clocks]
set_input_delay [expr $clk_period * $clk_io_pct] -clock clk0 $non_clock_inputs
set_output_delay [expr $clk_period * $clk_io_pct] -clock clk0 [all_outputs]
```
**flow/design.v**
```verilog
module RegisterFile (clk, wrtEn, wrtIndex, rdIndex1, rdIndex2, dataIn, dataOut1, dataOut2);
	parameter INDEX_BIT_WIDTH = 4;
	parameter DATA_BIT_WIDTH = 32;
	parameter N_REGS = (1 << INDEX_BIT_WIDTH);
	input clk;
	input wrtEn;
	input [3: 0] wrtIndex, rdIndex1, rdIndex2;
	input [31: 0] dataIn;
	output [31: 0] dataOut1, dataOut2;
	reg[DATA_BIT_WIDTH - 1: 0] data [0: N_REGS];
	always @(posedge clk)
		if (wrtEn == 1'b1)
			data[wrtIndex] <= dataIn;
	assign dataOut1 = data[rdIndex1];
	assign dataOut2 = data[rdIndex2];
endmodule
```
==> CHANGELOG.md <==
### Implementation results

* Final slew viol count at 0
* PD cells at slightly below 400 nW/µm²
* Hold_ws at 1.241 ns
* Core area at 56500 µm²
* Number of max-cap violations at 0
* WP buf/inv at 3
* Slowest cell on crit path: clkdlybuf4s50_1
* Worst-path fanout max at 13
* Post-route core utilization at around half
* Initial antenna violation count at 3
* Std cell rows at just under 90
* Pre-CTS WS at ~0.62 ns
* Layout area overhead at 18.82%
* Fin crit share at between 80% and 90%
* CTS resizes at 0
* Cell accounting for the most synthesized area: edfxtp_1
* Total GRT Usage at approximately a quarter
* Vias/cell at a little over 6
* Syn Area/Cell at 21.27 µm²
* Yosys warning count at 1
* Worst VDD drop at approximately 0.34 mV
* IO Pins at approximately 110
* Chip Area, Yosys at between 20000 and 25000 µm²
* H-tree levels at 2
* Largest Register: data
* Final total power at between 10000 and 15000 µW
* Tally of OpenROAD warnings at 25
* Crit-path leading delay family: buffers and inverters
* Crit start category: input port
* Syn Std Cell Area at around 23000 µm²
* Cell Type Count at 16
* Post-Route WL at around 60000 µm
* Vias at 12239
* Most common cell in the netlist: edfxtp_1
* Main synth FF type: edfxtp_1
* Hold Vio Cnt, Final at 0
* Clock sinks at between 500 and 600
* Fin crit period at between 3 and 4 ns
* Ys flops at around 500
* Fraction of registers with async set/reset at 0%
* Worst-path clk slew at 0.06 ns
* Drt pass-1 iters at 7
* Largest net degree at the start of global routing at 39
* Crit path cell chain: clkdlybuf4s50_1 > nor2_4 > buf_12 > a22oi_1 > nand2_1 > clkdlybuf4s50_1
* Drt drc at 0
* Max reg flops at ~500
* Top cell by count, worst path: clkdlybuf4s50_1
* DRT iter0 DRCs at roughly 760
* GRT overflow at 0
* Clock root buffer master: clkbuf_16
* Vias in the first global route at 13953
* Largest registers: data (512)
* Floorplan utilization at 40.54%
* Number of post-CTS setup repair buffers at 0
* Top cells by area: edfxtp_1, mux4_2, a22oi_1, nand2_1, buf_4
* Clock Path Buffers at 3
* CTS tree: yes
* Max-slew headroom at between 40 and 50%
* Worst setup EP type: output pin
* Setup slack after layout at between 0.6 and 0.7 ns
* Global-route wire length before repair at between 80000 and 90000 µm
* Crit Path Class: in -> out
* Fmax at approximately 0.25 GHz
* Die Size at slightly below 60000 µm²
* P_leak at around 0.0085 µW
* Port bufs at ~110
* # setup viols final at 0
* Cts hold-fix bufs at 0
* Outcome: completed
* Top cells by count, synth: edfxtp_1, mux4_2, a22oi_1
* HPWL Detailed at around 33000 µm
* Critical Path AT at slightly above 3 ns
* Synthesized instance count at around 1100
* Seq share, synth at between 60% and 70%
* Post-route ant nets at 0
* EDFF count, synth at 512
* Worst Tran Pin Value at between 0.7 and 0.8 ns
* Fillers at approximately 4500
* Sum of negative setup slack at 0 ns
* Die height at between 200 and 250 µm
* Unrepaired setup endpoints after global routing: no
* CP Data Required Time at 3.68 ns
* # Cells Yosys at 1077
* DIE WIDTH at 241.3 µm
* Layout cell share with drive strength beyond 1 at around a third
* CTS Buf Count at between 50 and 60
* Drt wl/cell at 30.03 µm
* Area share, top type at 67.12%
* Critical Path Max Stage Delay at about 0.53 ns
* Hold WC Path Type: in -> reg
* Final Wtd Congestion at 0.7859
## cells by family (layout without fill, tap and decap cells)
family | Yosys count | after routing | share of synthesized area [%]
mux | 256 | 256 | 25.17
other cells | 0 | 1 | 0
buf+inv | 86 | 255 | 1.786
simple gates | 95 | 95 | 1.726
compound gates | 128 | 128 | 4.195
flops | 512 | 512 | 67.12
## power by group
| part | total [µW] | internal [µW] | leakage, µW | switching [µW] |
|---|---|---|---|---|
| clock | 4480 | 2740 | 0.000872 | 1740 |
| combinational | 944 | 479 | 0.00302 | 465 |
| sequential | 5270 | 5240 | 0.00463 | 35.2 |
| total | 10700 | 8460 | 0.00851 | 2240 |
## metrics by stage
step | area [µm²] | instances
2_1_floorplan | 22910 | 1077
3_3_place_gp | 25400 | 1909
3_5_place_dp | 25400 | 1909
4_1_cts | 27210 | 2002
5_1_grt | 27210 | 2002
6_report | 27220 | 2003
## routing by layer
metal | vias up | routed length [µm] | global-route usage (%)
met5 | - | 23 | 0.4209
met4 | 4 | 1502 | 4.756
met3 | 113 | 10840 | 18.36
met2 | 889 | 28010 | 33.83
met1 | 6203 | 19780 | 30.18
li1 | 5030 | - | -
## placed cells by master (no fill, tap or decap), drive strengths merged, types with 4 or more instances in the layout
cell	n
edfxtp	512
clkinv	11
nor2b	4
buf	55
mux4	256
nor3	4
bufinv	9
nor2	14
a22oi	128
clkbuf	72
nand2	65
clkdlybuf4s50	105
## path summary, 6_finish.rpt
check / startpoint / endpoint / slack (ns) / cells after the start
max: rdIndex2[2] / dataOut2[31] / 0.63 / 6
min: dataIn[29] / data[8][29] / 1.24 / 1
## cell type report
cell class                      instances  area (µm²)  share of cell area [%]
Timing Repair Buffer                  162        1799                   6.611
Clock buffer                           70        1475                   5.420
Clock inverter                         23       339.1                   1.246
Antenna cell                            1       2.502                0.009195
Tap cell                              756       945.9                   3.476
Multi-Input combinational cell        479        7279                   26.75
Sequential cell                       512       15370                   56.49
Power is estimated from default activity; no workload was simulated.
