File: design/flow/design.v
module TimerController
(input CLOCK_50,
    input [9:0] SW,
    input [3:0] KEY,
    output [6:0] HEX0,
    output [6:0] HEX1,
    output [6:0] HEX2,
    output [6:0] HEX3,
    output [7:0] LEDG,
    output [9:0] LEDR
);
reg [31:0] clk_counter = 0;
reg [3:0] one_second_counter;
reg [3:0] ten_second_counter;
reg [3:0] one_minute_counter;
reg [3:0] ten_minute_counter;
reg [9:0] one_second_input;
reg [9:0] ten_second_input;
reg [9:0] one_minute_input;
reg [9:0] ten_minute_input;
TFlipFlop move_to_minutes (KEY[0], KEY[1], pressed_key_one);
TFlipFlop start_stop (KEY[0], KEY[2], pressed_key_two);
parameter [2:0] RESET_STATE       = 3'b000;
parameter [2:0] SET_SECONDS_STATE = 3'b001;
parameter [2:0] SET_MINUTES_STATE = 3'b010;
parameter [2:0] RUNNING_STATE     = 3'b011;
parameter [2:0] NOT_RUNNING_STATE = 3'b100;
parameter [2:0] LEDR_ON_STATE     = 3'b101;
parameter [2:0] LEDR_OFF_STATE    = 3'b110;
reg [2:0] state = 3'b000;
assign LEDG[2] = state[2];
assign LEDG[1] = state[1];
assign LEDG[0] = state[0];
assign LEDR[0] = (state == LEDR_ON_STATE);
assign LEDR[1] = (state == LEDR_ON_STATE);
assign LEDR[2] = (state == LEDR_ON_STATE);
assign LEDR[3] = (state == LEDR_ON_STATE);
assign LEDR[4] = (state == LEDR_ON_STATE);
assign LEDR[5] = (state == LEDR_ON_STATE);
assign LEDR[6] = (state == LEDR_ON_STATE);
assign LEDR[7] = (state == LEDR_ON_STATE);
assign LEDR[8] = (state == LEDR_ON_STATE);
assign LEDR[9] = (state == LEDR_ON_STATE);
always @(posedge CLOCK_50) begin
    if (!KEY[0]) begin
        state <= RESET_STATE;
    end
    if (state == RESET_STATE) begin
        one_second_counter <= 4'b0;
        ten_second_counter <= 4'b0;
        one_minute_counter <= 4'b0;
        ten_minute_counter <= 4'b0;
        state <= SET_SECONDS_STATE;
    end
    if (state == SET_SECONDS_STATE) begin
        one_second_input = SW[3:0];
        ten_second_input = SW[7:4];
        if (one_second_input >= 9) begin
            one_second_counter <= 4'd9;
        end else begin
            one_second_counter <= one_second_input;
        end
        if (ten_second_input >= 5) begin
            ten_second_counter <= 4'd5;
        end else begin
            ten_second_counter <= ten_second_input;
        end
        if (pressed_key_one) begin
            state <= SET_MINUTES_STATE;
        end
    end
    if (state == SET_MINUTES_STATE) begin
        one_minute_input = SW[3:0];
        ten_minute_input = SW[7:4];
        if (one_minute_input >= 9) begin
            one_minute_counter <= 4'd9;
        end else begin
            one_minute_counter <= one_minute_input;
        end
        if (ten_minute_input >= 5) begin
            ten_minute_counter <= 4'd5;
        end else begin
            ten_minute_counter <= ten_minute_input;
        end
        if (pressed_key_two) begin
            state <= RUNNING_STATE;
        end
    end
    if (state == NOT_RUNNING_STATE) begin
        if (pressed_key_two) begin
            state <= RUNNING_STATE;
        end
    end
    if (state == RUNNING_STATE ) begin
        clk_counter <= clk_counter + 1;
        if (!pressed_key_two) begin
            state <= NOT_RUNNING_STATE;
        end else if (one_second_counter == 0 && ten_second_counter == 0 && one_minute_counter == 0 && ten_minute_counter == 0) begin
            clk_counter <= 0;
            state <= LEDR_ON_STATE;
        end else begin
            if (clk_counter == 50000000) begin
                clk_counter <= 0;
                one_second_counter <= one_second_counter - 1;
                if (one_second_counter == 0) begin
                    one_second_counter <= 9;
                    ten_second_counter <= ten_second_counter - 1;
                    if (ten_second_counter == 0) begin
                        ten_second_counter <= 5;
                        one_minute_counter <= one_minute_counter - 1;
                        if (one_minute_counter == 0) begin
                            one_minute_counter <= 9;
                            ten_minute_counter <= ten_minute_counter - 1;
                        end
                    end
                end
            end
        end
    end
    if (state == LEDR_ON_STATE) begin
        clk_counter <= clk_counter + 1;
        if (clk_counter == 25000000) begin
            clk_counter <= 0;
            state <= LEDR_OFF_STATE;
        end
    end
    if (state == LEDR_OFF_STATE) begin
        clk_counter <= clk_counter + 1;
        if (clk_counter == 25000000) begin
            clk_counter <= 0;
            state <= LEDR_ON_STATE;
        end
    end
end
dec2_7seg u3 (ten_minute_counter, HEX3);
dec2_7seg u2 (one_minute_counter, HEX2);
dec2_7seg u1 (ten_second_counter, HEX1);
dec2_7seg u0 (one_second_counter, HEX0);
endmodule
module TFlipFlop(reset, clk, tOut);
input reset, clk;
output tOut;
reg tOut = 0;
always @(negedge reset or negedge clk) begin
    if (reset == 1'b0)
        tOut <= 0;
    else
        tOut <= ~tOut;
end
endmodule
module dec2_7seg(input [3:0] num, output [6:0] display);
assign display =
num == 0 ? ~7'b0111111 :
num == 1 ? ~7'b0000110 :
num == 2 ? ~7'b1011011 :
num == 3 ? ~7'b1001111 :
num == 4 ? ~7'b1100110 :
num == 5 ? ~7'b1101101 :
num == 6 ? ~7'b1111101 :
num == 7 ? ~7'b0000111 :
num == 8 ? ~7'b1111111 :
num == 9 ? ~7'b1100111 :
7'bxxxxxxx;    
endmodule  
File: design/flow/run.sh
#!/bin/bash
# OpenROAD 26Q1-2900-gdf79404cd8, Yosys 0.63+post, stock flow scripts
make -C /OpenROAD-flow-scripts/flow DESIGN_CONFIG=/design/flow/config.mk WORK_HOME=/design/flow/orfs finish
File: design/flow/config.mk
export PLATFORM = sky130hd
export DESIGN_NAME = TimerController
export DESIGN_NICKNAME = TimerController
export VERILOG_FILES = /design/flow/design.v
export SDC_FILE = /design/flow/constraint.sdc
export NUM_CORES = 4
export LEC_CHECK = 1
export CORE_UTILIZATION = 40
File: design/flow/constraint.sdc
current_design TimerController

set clk_period 3.9
set clk_io_pct 0.2

create_clock -name clk0 -period $clk_period [get_ports {CLOCK_50}]
create_clock -name clk1 -period $clk_period [get_ports {KEY}]

set non_clock_inputs [all_inputs -no_clocks]
set_input_delay [expr $clk_period * $clk_io_pct] -clock clk0 $non_clock_inputs
set_output_delay [expr $clk_period * $clk_io_pct] -clock clk0 [all_outputs]
==> out/metrics.csv <==
metric,value,unit
P_leak,1.62,nW
via count,3141,
Die X-Extent,99.5,µm
Max-slew headroom,0.628,
final wirelength,8.19,mm
Port Buffers,49,
Commonest flop,edfxtp_1,
initial antenna violation count,0,
hold_ws,0.113,ns
startpoint types,flop,
drt drc,0,
synth warn,9,
"Async S/R FF share, synth",0.0377,
ant diodes,0,
largest net degree at the start of global routing,33,
Critical Path AT,3.57,ns
Worst Max-Slew Pin Slew,0.556,ns
Post-Syn Area,3810,µm²
ys cells,435,
"antenna viol nets, final",0,
First DRT Iteration DRCs,147,
first-pass GRT wire length,13.6,mm
Final Skew,0.00980,ns
Row Count,35,
Post-CTS Resized,0,
Post-synth regs,53,
synth unique cells,70,
max_cap viols,0,
Commonest Layout Cell,nor2_1,
final sum of negative setup slack,0,ns
Max Slew Vio Count,0,
vias in the first global route,2913,
Fillers,842,
area grow syn2layout,17.9,%
"Data required, critical path",4.07,ns
GPL Wtd Cong,0.834,
I/O pins,61,
Post-synth EDFFs,32,
Fin. Hold Viols,0,
clock transition at the registers of the reported paths,0.09,ns
Hold Buf Count CTS,0,
Cells after Synth,435,
final tally of setup violations,0,
GRT Residual Overflow,0,
fp_density,0.412,
critical path type,flop to flop,
syn avg cell area,8.75,µm²
crit path capture type,flop,
Top cells excl fill/tap,"55 x nor2_1, 49 x clkdlybuf4s50_1, 34 x nand2_1, 32 x edfxtp_1",
wire length per cell,13.6,µm
OpenROAD warning count,80,
DP Wirelength,5.59,mm
CTS tree,built,
outcome,"finished, final reports clean",
Synth Seq Share,0.366,
layout cells sized above 1,0.0867,
height of the die,99.5,µm
Max VDD drop,365,µV
DR vias/cell,5.22,
drt pass-1 iters,6,
Placed Instances,582,
"Cell Count, Final, Fillers Out",602,
Yosys Chip Area,3810,µm²
power per standard cell area,790,nW/µm²
Die ar.,9910,µm²
crit-path max FO,2,
Setup Buffers After CTS,0,
GRT Overall Usage,0.173,
worst hold path type,clock port to flop,
RSZ-0062 raised after global routing,false,
Core Box Area,9240,µm²
[kinds of logic after synthesis]
group                      count (synthesis)  synth area share
xor gates and xnor gates                  39            0.0897
muxes                                      6            0.0161
AOI/OAI and AO/OA                         69             0.115
DFF                                       53             0.366
buffers and inverters                     52            0.0782
and+or+nand+nor                          207             0.309
adders and majority gates                  8            0.0256
other                                      1          0.000985
[sequential cells by signal (all words and copies together), names as in the netlist]
register and cells:
move_to_minutes.tOut 1, one_second_counter 4, ten_second_counter 4, start_stop.tOut 1, state 3, one_minute_counter 4, ten_minute_counter 4, clk_counter 32
[power by group]
part	internal, mW	switching (mW)	total, mW
Clock	0.372	0.268	0.640
Combinational	0.811	0.661	1.47
Sequential	0.967	0.463	1.43
[per-layer routing]
metal  vias up  track usage  wire, µm
met5         -            0         0
met4         0       0.0385        91
met3        10       0.0400       267
met2        61        0.268      3870
met1      1451        0.256      3960
li1       1619            -         -
[final timing paths]
| kind | from | endpoint | slack, ns | cells past startpoint |
|---|---|---|---|---|
| setup / recovery | move_to_minutes.tOut | state[0] | 0.50 | 8 |
| hold / removal | KEY[0] | state[2] | 0.11 | 4 |
| setup reg to reg | move_to_minutes.tOut | state[0] | 0.50 | 8 |
| hold reg to reg | move_to_minutes.tOut | move_to_minutes.tOut | 0.37 | 1 |
| max in group asynchronous | KEY[0] | move_to_minutes.tOut | 2.03 | 2 |
| max in group clk1 | start_stop.tOut | start_stop.tOut | 3.13 | 2 |
| min in group clk1 | move_to_minutes.tOut | move_to_minutes.tOut | 0.37 | 1 |
| min in group asynchronous | KEY[0] | start_stop.tOut | 1.75 | 2 |
[layout make-up]
cell class | count | area [µm²] | share of cell area
timing repair buffer | 53 | 533 | 0.119
inverter | 13 | 48.8 | 0.0109
sequential | 53 | 1390 | 0.310
clock buffer | 17 | 204 | 0.0455
tap | 129 | 161 | 0.0360
multi-input combinational | 334 | 2140 | 0.476
clock inverter | 3 | 11.3 | 0.00251
[through the flow]
stage / power [mW] / setup WS, ns / instance area, µm² / util
6_report: 3.54 / 0.501 / 4490 / 0.485
5_1_grt: 3.86 / 0.381 / 4490 / 0.485
4_1_cts: 3.58 / 0.456 / 4490 / 0.485
3_5_place_dp: 2.98 / 0.189 / 4270 / 0.462
3_3_place_gp: 2.97 / 0.199 / 4270 / 0.462
2_1_floorplan: 2.42 / 0.184 / 3820 / -
[Yosys cell counts, types with 14 or more instances]
master,count,area share
a21oi_1,28,0.037
buf_4,15,0.030
clkbuf_1,14,0.014
dfxtp_1,19,0.10
edfxtp_1,32,0.25
nand2_1,34,0.034
nand3_1,28,0.037
nor2_1,55,0.054
xnor2_1,15,0.035
xor2_1,24,0.055
[worst max-delay path, stage by stage (launching register included)]
cell and delay, ns:
dfrtn_1 0.42, inv_1 0.07, o311ai_0 0.37, o311a_1 0.25
clkbuf_8 0.13, clkbuf_8 0.11, nand3_1 0.06, o21ai_1 0.12
a21oi_1 0.09
Power figures rest on the tool's default switching activity, not on a simulated workload.
